File: flow/config.mk
export PLATFORM = sky130hd
export DESIGN_NAME = alu
export DESIGN_NICKNAME = alu
export VERILOG_FILES = /design/flow/design.v
export SDC_FILE = /design/flow/constraint.sdc
export NUM_CORES = 4
export LEC_CHECK = 1
export CORE_UTILIZATION = 40
File: flow/constraint.sdc
current_design alu

set clk_period 14.7
set clk_io_pct 0.2

create_clock -name clk0 -period $clk_period

set non_clock_inputs [all_inputs -no_clocks]
set_input_delay [expr $clk_period * $clk_io_pct] -clock clk0 $non_clock_inputs
set_output_delay [expr $clk_period * $clk_io_pct] -clock clk0 [all_outputs]
File: flow/design.v
`timescale 1ns / 1ps
module alu(
	input [5:0] Func_in, 
	input [31:0] A_in, 
	input [31:0] B_in,
	output reg [31:0] O_out,
	output reg Branch_out, 
	output reg Jump_out
);
	reg [31:0]	AdderInputB;
	reg			AdderCarryIn;
	reg [31:0]	AdderOut;
	reg [31:0] LogicOut;
	reg [31:0] SltOut;
	reg [31:0] BranchOut;
	reg Sign;
	reg Zero;
	reg LTZ;
	reg LEZ;
	reg GTZ;
	reg GEZ;
	reg Eq;
	reg DoBranch,DoJump;
	always @(*) begin
		if (Func_in[1]) begin
			AdderInputB = ~B_in;
		end else begin
			AdderInputB = B_in;
		end
		AdderOut = A_in + AdderInputB + Func_in[1];
		case (Func_in[1:0])
			2'b00:
			LogicOut = A_in & B_in;
			2'b01:
			LogicOut = A_in | B_in;
			2'b10:
			LogicOut = A_in ^ B_in;
			2'b11:
			LogicOut = ~(A_in | B_in);
		endcase
		if (Func_in[0]) begin
			SltOut = A_in < B_in;
		end else begin
			SltOut = $signed(A_in) < $signed(B_in);
		end
		BranchOut = A_in;
		Sign = A_in[31];
		Zero = A_in[31:0] == 32'b0;
		LTZ = Sign;
		LEZ = Sign || Zero;
		GTZ = ~Sign && ~Zero;
		GEZ = ~Sign;
		Eq = A_in == B_in;
		DoBranch = 1'b0;
		DoJump = 1'b0;
		case (Func_in[2:0])
			3'b000:  
				DoBranch = LTZ;
			3'b001:  
				DoBranch = GEZ;
			3'b010:  
				DoJump = 1'b1;
			3'b011:  
				DoJump = 1'b1;
			3'b100:  
				DoBranch = Eq;
			3'b101:  
				DoBranch = ~Eq;				
			3'b110:  
				DoBranch = LEZ;
			3'b111:  
				DoBranch = GTZ;
			default:
				DoBranch = 1'b0;
		endcase
		Branch_out = 1'b0;
		Jump_out = 1'b0;
		if (Func_in[5:2] == 4'b1000) begin
			O_out = AdderOut;
		end else if (Func_in[5:2] == 4'b1001) begin
			O_out = LogicOut;
		end else if (Func_in[5:3] == 3'b101) begin
			O_out = SltOut;
		end else if (Func_in[5:3] == 3'b111) begin
			O_out = BranchOut;
			Branch_out = DoBranch;
			Jump_out = DoJump;
		end else begin
			O_out = 32'bxxxxxxxx_xxxxxxxx_xxxxxxxx_xxxxxxxx;
		end
	end
endmodule
File: flow/run.sh
#!/bin/bash
# OpenROAD 26Q1-2900-gdf79404cd8, Yosys 0.63+post, stock flow scripts
make -C /OpenROAD-flow-scripts/flow DESIGN_CONFIG=/design/flow/config.mk WORK_HOME=/design/flow/orfs finish
==> run notes <==
The area taken by sequential standard cells is reported as 0 um^2. For the pin with the worst max-slew slack, the measured transition is 0.738 ns. The script computed the net switching share of total power as 53.2%. The run finished with clean final reports. The largest fanout on the critical path works out to 54. The worst path meets setup with 4.75 ns of slack.

The signed area change from the synthesized netlist to the final layout came out at 21.9%. The areal power density over the cells is 37.2 nW/um^2. With the final global-route overflow total at 0, the setup-violating endpoint count in the final report is 0. The overall power after layout was 0.243 mW; the total inserted antenna cells was 0. The number of buffers inserted by port buffering is 104.

Setup repair after global routing left no endpoint under its margin. The first-pass detailed-route iteration total came out at 5. At the end of routability-driven placement, the weighted congestion stood at 0.943. Listed in order, past its start point the critical path passes buf_4, buf_4, xor2_1, ha_1, and3_1, a221oi_1, o21ai_1, a221o_1, a41oi_2, o2111ai_1, a21oi_1, xnor2_1, o21ai_1, clkdlybuf4s50_1. The clock network is responsible for 0% of the overall power.

Start-to-end type of the worst setup path: in2out. In the final report, the number of pins over their slew limit comes to 0. For the post-route cell area, the log shows 6550 um^2.

Subtracting the final worst setup slack from the clock period gives 9.95 ns. The core region area was 12900 um^2. The total vias in the final route was 5357; the final worst hold slack was 6.84 ns.

The run gives 101 MHz as the achievable clock frequency. By instance count after routing, the leading logic cell types are sky130_fd_sc_hd__ha_1 (126), sky130_fd_sc_hd__inv_1 (112), sky130_fd_sc_hd__clkdlybuf4s50_1 (102). For the gate count of the mapped netlist, the log shows 758.

For the effective utilization at floorplan, the log shows 41.7%. STA shows the worst min-delay path finishing at Branch_out. Most numerous logic cell after layout: sky130_fd_sc_hd__ha_1. For the half-perimeter wire length after placement, the log shows 12100 um. The gate family responsible for the most delay along the worst path was AND-OR/OR-AND gates. Entering global routing, the biggest net connects 55 pins.

After routing, the total negative slack on setup checks comes to 0 ns. The run gives 0 for the number of hold violations in the final report. Wires add up to 15000 um. Max-cap violations in this run came to 0. Of the cells placed in the final design, the portion with a size suffix greater than 1 is 1.67%. The sequential cell area fraction in the yosys report was 0%. The chip footprint is 13900 um^2, and the number of buffers and inverters on the critical path is 3.

Averaged over all synthesized cells, the footprint is 7.08 um^2. With the final routed DRC violation total at 0, the distinct cell type count of the synthesized netlist is 54. Detailed-route iteration 0 reported a violation count of 282. Summing over the stages, the warning tally comes to 96. The summed standard-cell area reported by yosys is 5370 um^2, and the critical path data required time is 11.76 ns. Summed over all cells, the static leakage comes to 3.23 nW. Along the worst hold path, the cell count comes to 4. The warning count from the yosys run was 1; the overall die height was 118 um. The combinational fraction of design power was 100.0%. The capturing element type of the critical path was an output pin. The first global-routing pass estimated 25100 um of wire.

With the arrival time at the worst endpoint at 7.01 ns, the average wire per standard cell is 14.9 um. Looking at hold timing, the worst path starts from Func_in[4]. In this run the power spent charging and discharging nets is 0.130 mW.

For the internal cell power, the log shows 0.114 mW. Among all stages on the critical path, the maximum delay recorded is 0.62 ns. The max-slew check reports its worst relative slack as 50.6%. The run gives 67.7% for the post-route fraction of the period consumed by the critical path. For this design, the CTS-stage hold fixing added 0 buffers. The logs give 5119 for the via count of the first global-routing pass and 0 for the initial antenna violation count. The cell row count is 41. In this run the cell area of the synthesized design comes to 5370 um^2. The count of pins on the block boundary is 104, and the mean number of vias per cell is 5.31. Among all stages on the critical path, the largest delay is contributed by sky130_fd_sc_hd__buf_4. Per the post-route antenna check, the number of violating nets is 0. The post-cts sizing count was 0; the clock tree buffer count of the final layout was 0.

The worst hold path belongs to the class in2out. Logged for this run, the post-placement worst setup slack is 4.77 ns. Detailed placement reports a standard cell area of 6550 um^2. The worst setup path is launched from an input pin. The yosys cell count is 758, and the peak supply drop is 0.0000160 V. Sequential cells account for 0% of the total power. The horizontal die dimension came out at 118 um. The run gives 21.9% for the overall track demand over capacity in global routing.

There are 0 flip-flops and latches. The number of buffers inserted to repair setup after CTS came out at 0.
[layer usage]
layer	share of wire (%)	global-route usage (%)	vias up	wire length, um
met5	0	0	-	0
met4	1.2	2.56	0	174
met3	3.8	1.48	12	576
met2	46	38.0	122	6910
met1	49	30.5	2418	7330
li1	-	-	2805	-
[logic make-up after synthesis]
| logic type | after synthesis | share of synthesized area (%) |
|---|---|---|
| AND-OR/OR-AND | 200 | 24.4 |
| AND/OR/NAND/NOR | 173 | 15.5 |
| buffers and inverters | 144 | 10.2 |
| adder cells (fa/ha/maj) | 127 | 29.7 |
| XOR/XNOR | 60 | 9.79 |
| multiplexers | 54 | 10.3 |
[cell type report]
type / instances / area, um^2
Fill cell: 1278 / 6330
Inverter: 112 / 420
Multi-Input combinational cell: 614 / 4820
Tap cell: 172 / 215
Timing Repair Buffer: 111 / 1090
[cell usage after synthesis, types with 5 or more instances]
cell | number | share of area [%]
sky130_fd_sc_hd__nand2_1 | 25 | 1.7
sky130_fd_sc_hd__nor2_1 | 67 | 4.7
sky130_fd_sc_hd__xnor2_1 | 14 | 2.3
sky130_fd_sc_hd__nor3_1 | 9 | 0.84
sky130_fd_sc_hd__xor2_1 | 46 | 7.5
sky130_fd_sc_hd__o311ai_0 | 6 | 0.98
sky130_fd_sc_hd__a211oi_1 | 25 | 3.5
sky130_fd_sc_hd__nor2b_1 | 20 | 2.3
sky130_fd_sc_hd__a21oi_1 | 54 | 5.0
sky130_fd_sc_hd__a221o_1 | 5 | 0.93
sky130_fd_sc_hd__a22o_1 | 6 | 0.98
sky130_fd_sc_hd__nand3_1 | 12 | 1.1
sky130_fd_sc_hd__clkbuf_1 | 27 | 1.9
sky130_fd_sc_hd__o21ai_1 | 9 | 0.84
sky130_fd_sc_hd__mux2i_1 | 52 | 9.7
sky130_fd_sc_hd__nand2b_1 | 8 | 0.93
sky130_fd_sc_hd__o21bai_1 | 7 | 0.98
sky130_fd_sc_hd__ha_1 | 126 | 29
sky130_fd_sc_hd__nor4_1 | 16 | 1.9
sky130_fd_sc_hd__inv_1 | 112 | 7.8
sky130_fd_sc_hd__a21o_1 | 16 | 2.2
sky130_fd_sc_hd__o21ai_0 | 38 | 3.5
[how the worst max path moves through the flow]
stage | start | to | slack (ns) | depth (start not counted)
after global routing | Func_in[1] | O_out[31] | 4.49 | 14
final | Func_in[1] | O_out[31] | 4.75 | 14
after CTS | Func_in[1] | O_out[31] | 4.74 | 14
[power by group through the flow]
stage	registers (mW)	logic (mW)	clock network, mW
CTS	0	0.244	0
finish	0	0.243	0
global route	0	0.274	0
[tightest hold or removal path: stages]
cell and delay (ns):
sky130_fd_sc_hd__clkdlybuf4s50_1 0.41, sky130_fd_sc_hd__nand3_1 0.11, sky130_fd_sc_hd__nor2_1 0.06, sky130_fd_sc_hd__clkdlybuf4s50_1 0.39
[stage by stage]
step / util [%] / std cells
floorplan: - / 758
global placement: 50.8 / 1009
detailed placement: 50.8 / 1009
CTS: 50.8 / 1009
global route: 50.8 / 1009
finish: 50.8 / 1009
Power figures rest on the tool's default switching activity, not on a simulated workload.
